## flow/run.sh

```bash
#!/bin/bash
# OpenROAD 26Q1-2900-gdf79404cd8, Yosys 0.63+post, stock flow scripts
make -C /OpenROAD-flow-scripts/flow DESIGN_CONFIG=/design/flow/config.mk WORK_HOME=/design/flow/orfs finish
```

## flow/config.mk

```make
export PLATFORM = sky130hd
export DESIGN_NAME = alu
export DESIGN_NICKNAME = alu
export VERILOG_FILES = /design/flow/design.v
export SDC_FILE = /design/flow/constraint.sdc
export NUM_CORES = 4
export LEC_CHECK = 1
export CORE_UTILIZATION = 40
```

## flow/constraint.sdc

```tcl
current_design alu

set clk_period 32.1
set clk_io_pct 0.2

create_clock -name clk0 -period $clk_period

set non_clock_inputs [all_inputs -no_clocks]
set_input_delay [expr $clk_period * $clk_io_pct] -clock clk0 $non_clock_inputs
set_output_delay [expr $clk_period * $clk_io_pct] -clock clk0 [all_outputs]
```

## flow/design.v

```verilog
module alu(a, b, shamt, aluop, res, flags);
	input wire signed [64-1:0] a;      
	input wire signed [64-1:0] b;      
	input wire [6-1:0] shamt;        
	input wire [6-1:0] aluop;        
	output wire signed [64-1:0] res;   
	output wire [4-1:0] flags;        
	wire [64:0] array[0:3];            
	wire [64:0] useda;                 
	wire [64:0] usedb;                 
	wire shift;                               
	wire shdir;                               
	assign useda = aluop[5] ? {1'b0, ~a} + 1 : {1'b0, a};
	assign usedb = aluop[4] ? {1'b0, ~b} + 1 : {1'b0, b};
	assign shift = aluop[3];
	assign shdir = aluop[2];
	assign array['b00] = useda & usedb;
	assign array['b01] = useda | usedb;
	assign array['b10] = useda + usedb;
	assign array['b11] = useda ^ usedb;
	assign res = shdir
	           ? array[aluop[1:0]][64-1:0] << (shift ? shamt : 0)
	           : array[aluop[1:0]][64-1:0] >> (shift ? shamt : 0);
	assign flags[3] = res[64-1];
	assign flags[2] = ~(|res[64-1:0]);
	assign flags[1] = (usedb[64-1] == useda[64-1]) && (res[64-1] != useda[64-1]);
	assign flags[0] = array[aluop[1:0]][64];
endmodule
```

==> results.txt <==
Implementation run completed; key figures follow.

Power:
- The run puts the leakage power at 10.1 nW.
- The run puts the internal power contribution at 0.000310 W.
- The switching component of the power was reported as 0.000697 W.
- The run gives the power density relative to cell area as 36.2 nW/um^2.
- The run gives the peak ir drop on the vdd network as 15.8 uV.
- The run puts the switching share of total power at 0.692.

Final layout:
- The run puts the count of clock-net buffers in the final layout at 0.
- The run puts the footprint of the flip-flops and latches at 0 sq um.
- The run gives the area overhead of the layout relative to synthesis as 11.7%.
- In the layout the commonest cells are nand2_1, nor2_1, a21oi_1.
- The run gives the number of sequential cells in the layout as 0.
- The run puts the design area at 27,800 sq um.
- The run puts the final non-filler cell total at 4,885.
- The most common logic cell in the final layout is nand2_1.
- The layout has 6,503 filler cells.
- The run gives the fraction of layout cells with a size suffix above 1 as 0.0843.

Yosys:
- The run puts the simple-gate share of the synthesized area at 0.315.
- Yosys shows that the main logic family after synthesis is AND-OR/OR-AND gates.
- The run gives the share of cell area taken by muxes after synthesis as 0.0412.
- The run puts the post-synthesis cell count at 3,984.
- The run gives the library cell occupying the most area in the post-synthesis netlist as nand2_1.
- The cell-mix breakdown from Yosys lists the compound-gate area share as 0.445.
- The cell-mix breakdown from Yosys lists the XOR/XNOR area share as 0.0489.
- The run puts the count of yosys warnings during synthesis at 1.
- In the synthesis report, Yosys lists the chip area as 24,900 sq um.
- The run puts the yosys cell count at 3,984.
- Of the synthesized area, sequential elements account for 0.
- Yosys attributes the largest share of cell area to nand2_1, ha_1, nor2_1.
- The run puts the post-synthesis area per instance at 6.25 sq um.
- The synthesized netlist occupies a cell area of 24,900 sq um.
- The run gives the count of unique library cells instantiated by Yosys as 123.
- The run puts the area share of the leading cell type in the synthesized netlist at 0.0686.
- The run puts the adder and majority gate portion of the synthesized area at 0.0672.

Critical path:
- Per the timing report, the biggest fanout along the worst path comes to 20.
- The run gives the largest stage delay on the critical path as 0.73 ns.
- The worst setup path is captured at an output port.
- The run gives the required time at the endpoint of the critical path as 25.68 ns.
- STA classifies the critical path startpoint as a primary input.
- The run puts the endpoint arrival time on the critical path at 17.92 ns.
- Looking at the setup timing report, the critical path kind is in -> out.
- The run gives the cell with the largest stage delay on the worst path as ha_1.
- Tracing the worst setup path back leads to its startpoint at b[2].
- Counting stages on the worst path, the most repeated cell is or3_1.

Floorplan:
- The run gives the number of I/O pins as 208.
- For this configuration, the core starts out at a cell density of 0.404.
- After floorplanning, the core was divided into 91 placement rows.
- The die is 251 um wide.
- The run puts the y dimension of the die at 251 um.
- The core region is 61,600 sq um.
- The run gives the chip area as 63,200 sq um.

Global routing:
- After global routing the overflow that remains totals 0.
- For this run, global-route usage on met2 was measured as 0.742.
- The run gives the overall global routing resource usage as 0.533.
- The run gives the initial antenna violation count as 23.
- Entering global routing, the biggest net connects 121 pins.
- The global routing stage identified its most utilized layer as met2.
- The run puts the wire length of the first global-routing pass at 238,000 um.
- The run puts the met3 capacity usage during global routing at 0.225.
- The run gives the met1 track utilization from global routing as 0.635.
- The number of global-route vias before repair is 32,100.

Timing:
- The run gives the highest clock frequency the design can meet as 41.1 MHz.
- The run gives the count of endpoints failing setup in the final report as 0.
- The run gives the worst relative slew slack as -0.142.
- The run gives the max-slew violation total from the final report as 10.
- For the final routed database, the setup TNS stands at 0 ns.
- The run gives the minimum hold slack as 14.07 ns.
- The run gives the shortest clock period the worst path allows after layout as 24.34 ns.
- The run gives the slew at the pin closest to its max-slew limit as 1.70 ns.
- The final timing summary puts the cycle share of the worst path at 0.758.
- The run gives the final tally of hold violations as 0.
- Setup repair after global routing left no endpoint under its margin.
- The run puts the setup slack of the critical path after layout at 7.76 ns.

Hold path:
- The path class of the tightest hold or removal check is in -> out.
- STA shows the worst min-delay path finishing at flags[1].
- Per the hold report, the tightest min-delay path originates at a[63].
- The run puts the number of cells traversed by the worst hold path at 5.

Clocking:
- Post-CTS timing repair inserted 0 buffers for setup.
- The run puts the total of cells resized after clock tree synthesis at 0.
- The run gives the number of buffers inserted by hold repair at cts as 0.

Job:
- The run puts the tool warning count at 101.
- Max-cap violations in this run came to 3.

Drt:
- In the final routed layout, each cell accounts on average for 34.5 um.
- The run gives the sum of routed wire length over all layers as 169,000 um.
- The run puts the total DRC errors in the routed layout at 0.
- Across all layers, the routed design uses 35,800 vias.
- The run puts the iteration-0 DRC count of the detailed router at 5,100.
- The run gives the remaining antenna violation count as 0.
- The run puts the number of iterations in the first detailed-routing pass at 7.
- Using the TritonRoute via totals, the vias-per-cell ratio works out to 7.33.

Placed design:
- The run puts the cell count after placement at 4,869.
- The placement summary gives the final routability congestion estimate as 1.13.
- For this run the detailed placement stage logged an HPWL of 132,000 um.
- The run gives the worst slack at placement as 8.03 ns.
- The run puts the number of buffers added on ports at 208.
- The run gives the cell area reported after detailed placement as 27,700 sq um.

Outcome:
- The flow ran to the end, but the final reports show violations.
- The checks that failed: capacitance limit, slew limit.
-- through the flow --
step	util	total power, W
floorplan	-	0.000555
global placement	0.450	0.000935
detailed placement	0.450	0.000930
CTS	0.450	0.000934
global route	0.451	0.00103
finish	0.451	0.00101
-- worst max-delay path by stage --
stage / end / slack (ns) / depth (start not counted)
after CTS: flags[2] / 8.03 / 30
after global routing: flags[2] / 7.42 / 30
final: flags[2] / 7.76 / 30
-- Yosys cell counts (22+ instances only) --
| cell | number |
|---|---|
| ha_1 | 132 |
| o31ai_1 | 65 |
| a21oi_1 | 294 |
| a31oi_1 | 46 |
| o211ai_1 | 77 |
| and3_1 | 31 |
| or2_2 | 22 |
| a211oi_1 | 104 |
| nand3_1 | 128 |
| nand4_1 | 73 |
| a21o_1 | 39 |
| nor4_1 | 56 |
| or4_1 | 36 |
| a211o_1 | 33 |
| and2_1 | 47 |
| nor3_1 | 138 |
| clkbuf_1 | 164 |
| o22ai_1 | 58 |
| o31a_1 | 23 |
| and4_1 | 27 |
| or3_1 | 51 |
| nor2_1 | 415 |
| nand2_1 | 455 |
| xnor2_1 | 103 |
| o2111ai_1 | 27 |
| nand2b_1 | 30 |
| xor2_1 | 36 |
| o21a_1 | 44 |
| o21ai_1 | 34 |
| o21ai_0 | 291 |
| mux2i_1 | 53 |
| inv_1 | 164 |
| buf_2 | 90 |
| o221ai_1 | 33 |
| a221oi_1 | 29 |
| a22oi_1 | 44 |
-- kinds of logic after synthesis --
kind of cell / Yosys count
AND-OR/OR-AND: 1567
adder cells (fa/ha/maj): 133
AND/OR/NAND/NOR: 1595
buffers and inverters: 467
multiplexers: 83
XOR/XNOR: 139
-- critical path, delay by kind of cell --
family / cells / cell delay, ns
simple gates: 19 / 7.42
xor+xnor: 2 / 0.45
buf+inv: 2 / 0.95
fa+ha+maj: 1 / 0.73
compound gates: 6 / 1.92
-- routing by layer --
metal,vias to the layer above,share of wire
li1,15500,-
met5,-,0.00098
met4,26,0.11
met1,16400,0.36
met3,888,0.14
met2,3026,0.40
-- layout make-up --
cell class                      instances  area [sq um]  share of cell area
Antenna cell                           13          32.5             0.00117
Multi-Input combinational cell       3517         22900               0.824
Inverter                              165           619              0.0223
Tap cell                              837          1050              0.0377
Timing Repair Buffer                  353          3190               0.115
-- power groups by stage --
stage	Clock, W	Combinational [W]	Sequential (W)
5_1_grt	0	0.00103	0
4_1_cts	0	0.000934	0
Power and IR drop assume default switching activity.
