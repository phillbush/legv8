File: /design/flow/run.sh
#!/bin/bash
# OpenROAD 26Q1-2900-gdf79404cd8, Yosys 0.63+post, stock flow scripts
make -C /OpenROAD-flow-scripts/flow DESIGN_CONFIG=/design/flow/config.mk WORK_HOME=/design/flow/orfs finish
File: /design/flow/constraint.sdc
current_design registerfile

set clk_period 28.1
set clk_io_pct 0.2

create_clock -name clk0 -period $clk_period [get_ports {clk}]

set non_clock_inputs [all_inputs -no_clocks]
set_input_delay [expr $clk_period * $clk_io_pct] -clock clk0 $non_clock_inputs
set_output_delay [expr $clk_period * $clk_io_pct] -clock clk0 [all_outputs]
File: /design/flow/config.mk
export PLATFORM = sky130hd
export DESIGN_NAME = registerfile
export DESIGN_NICKNAME = registerfile
export VERILOG_FILES = /design/flow/design.v
export SDC_FILE = /design/flow/constraint.sdc
export NUM_CORES = 4
export LEC_CHECK = 1
export CORE_UTILIZATION = 50
File: /design/flow/design.v
module registerfile(clk, reset, rn, rm, rd, in, wren, outn, outm);
	input wire clk;
	input wire reset;
	input wire [5-1:0] rn;         
	input wire [5-1:0] rm;         
	input wire [5-1:0] rd;         
	input wire [64-1:0] in;            
	input wire wren;                         
	output wire [64-1:0] outn;         
	output wire [64-1:0] outm;         
	reg [64-1:0] registers[0:(2**5)-1];
	integer i;
	assign outn = registers[rn];
	assign outm = registers[rm];
	always @(posedge clk or posedge reset)
		if (reset)
			for (i = 0; i < 2**5; i++)
				registers[i] <= {64{1'b0}};
		else if (wren && rd != 5'd31)
			registers[rd] <= in;
endmodule
==> impl_metrics.toml <==
# yosys + openroad results
[outcome]
status = "finished clean"

[synthesis]
async_flop_share_pct = 100
synth-main-ff-cell = "dfrtp_1"
ys_chip_area_mm2 = 0.101
ys_cells = 8504
topCellsByArea = "dfrtp_1, mux2_2, a22oi_1"
syn_avg_cell_area_um2 = 11.8
top_cell_area_share_pct = 50.9
yosysWarnings = 2
numSynthFlops = 2048
synth_cells = 8504
synth-edff-count = 0
synth_top_cell_by_area = "dfrtp_1"
synth.distinct_cells = 65
ys_seq_share_pct = 50.9
common_cells = "dfrtp_1, mux2_2, a22oi_1"
netlist_area_mm2 = 0.101
most_common_cell = "dfrtp_1"

[power]
clockPowerShare_pct = 36.6
comb_power_share_pct = 14.1
intPower_mw = 5.81
power_mw = 8.18
p_seq_share_pct = 49.4
p_leak_nw = 50.3
power.switching_mw = 2.36
vdd_ir_drop_max_mv = 0.0777
p_sw_share_pct = 28.9
cellPowerDensity_mw_per_mm2 = 72.1

[final_timing]
setup_violations = 0
min_period_ns = 16.71
slew_headroom_pct = 15.7
hold_viol_final = 0
rsz0062_at_grt = "false"
worst_slew_pin_slew_ns = 1.25
finClkSkew_ns = 0
fin_tns_setup_ns = 0
finalCritPeriodShare_pct = 59.5
worst_slack_ns = 11.39
max_freq_ghz = 0.0598
final_max_slew_viol_count = 0

[flow_run]
maxCapViolations = 0
warnings = 39

[die]
core_mm2 = 0.200
die-width_um = 451
std_cell_rows = 164
io_pins = 210
die_y_um = 451
fp_util_pct = 50.3
dieArea_mm2 = 0.203

[clocking]
numCtsBuffers = 220
clk_pin_slew_ns = 0.06
root_buffer = "clkbuf_16"
postCtsSetupBuffers = 0
cts_max_level = 4
cts_resized = 0
cts_max_path_buffers = 3
clkLatencyLatePin_ns = 0.89
cts-hold-fix-buffers = 0
cts_tree = "yes"
numClockSinks = 2048

[critical_path]
critPathBufInv = 6
cp-start-kind = "input port"
path_cells = "clkdlybuf4s50_1 -> buf_4 -> nand2b_1 -> nor2_4 -> buf_4 -> buf_4 -> buf_4 -> nand2_1 -> nand3_1 -> nor4_1 -> a21oi_1 -> clkdlybuf4s50_1"
crit_type = "input port to output port"
crit_path_max_incr_delay_ns = 0.75
reg2reg_slack_ns = 27.06
required_ns = 22.48
cp_slowest_cell = "a21oi_1"
critical_path.most_common_cell = "buf_4"
worstPathMaxFanout = 25
path_delay_family = "buffers and inverters"
critPathArrivalTime_ns = 11.09
end_kind = "output port"

[min_path]
hp-class = "flop to flop"

[drt]
dr.pass1.iters = 30
drc = 0
drtIter0Drc = 11600
drtAntennaViolNets = 0
vias_per_cell = 7.80
totalWireLength_mm = 539
vias = 88300
route.detailed.wl_per_inst_um = 47.6

[place]
pre_cts_ws_ns = 11.77
placed_cell_area_mm2 = 0.106
dp_hpwl_mm = 304
gp_congestion = 1.05
port_buffers = 209

[grt]
grt_antenna_before_repair = 40
grt_overflow = 0
grt_pass1_wl_mm = 731
track_usage_pct = 55.6
grt_pass1_vias = 86300
grt_max_degree = 124

[final_layout]
largest_reg_flops = 2048
stdcell_area_mm2 = 0.113
area_delta_synth_final_pct = 12.8
drive_above_1_share_pct = 33.3
largestRegisters = "registers x2048"
largest-register = "registers"
utilization_pct = 56.8
fillers = 16300
==> cell type report <==
cell class	instances	area [um^2]	share of cell area [%]
Inverter	6	26.3	0.0232
Timing Repair Buffer	633	5490	4.84
Sequential cell	2048	51200	45.2
Clock buffer	325	6550	5.77
Tap cell	2656	3320	2.93
Multi-Input combinational cell	5540	46000	40.5
Antenna cell	35	87.6	0.0772
Clock inverter	73	728	0.642
==> cells in the final DEF, fill, tap and decap left out, types with 12 or more instances in the layout <==
cell             count
o21ai_0             47
nor4_1              82
mux2_1              27
nand2b_1            16
a222oi_1            38
bufinv_16           12
nand3_1             65
and4_1              13
nor2_1             176
nand4_1            179
clkbuf_1            49
buf_12              19
a22o_1              41
clkdlybuf4s50_1    202
a21oi_1            180
nand2_4             12
nor3_1             102
clkbuf_8            48
clkinv_2            44
dfrtp_1           2048
mux2_2            1975
o32a_1              17
a221oi_1            28
a22oi_1           1683
buf_4              410
nor2_4              70
a32oi_1             14
or3_1               13
clkbuf_16          228
a2111oi_0           23
mux2i_1             56
diode_2             35
a31oi_1             24
nand2_1            521
==> power by group through the flow <==
| stage | clock [mW] | sequential (mW) | combinational [mW] |
|---|---|---|---|
| after global routing | 3.10 | 4.09 | 1.21 |
| after CTS | 2.99 | 4.01 | 1.12 |
| final | 2.99 | 4.04 | 1.15 |
==> cell families (layout without fill, tap and decap cells) <==
group	Yosys count	after routing	synth area share (%)
AND-OR/OR-AND	2151	2151	15.8
buffers and inverters	916	1037	3.97
flip-flops	2048	2048	50.9
multiplexers	2061	2061	23.0
other	0	35	0
AND/OR/NAND/NOR	1328	1328	6.30
==> layer usage <==
layer  track usage, %  vias to the layer above  part of all wire, %
li1                 -                    32400                    -
met1             68.9                    44200                   33
met2             70.1                     8614                   39
met3             37.2                     3019                   18
met4             37.9                       65                  9.8
met5             2.68                        -                 0.16
==> worst paths after layout <==
check                                   from                 to  cells past startpoint
hold / removal              registers[31][8]   registers[31][8]                      0
hold reg to reg             registers[31][8]   registers[31][8]                      0
max in group asynchronous              reset  registers[17][50]                      8
min in group asynchronous              reset   registers[6][17]                      2
setup / recovery                       rn[0]            outn[8]                     12
setup reg to reg           registers[20][28]  registers[20][28]                      1
==> stage by stage <==
stage,hold WS (ns),cells
6_report,0.403,11300
5_1_grt,0.410,11300
4_1_cts,0.403,11300
3_5_place_dp,0.390,10900
3_3_place_gp,0.387,10900
2_1_floorplan,0.445,8504
Power is estimated from default activity; no workload was simulated.
