==> design/flow/design.v <==
module mov(readreg, extended, movop, movres);
	input wire [64-1:0] readreg;
	input wire [64-1:0] extended;
	input wire [3-1:0] movop;
	output wire [64-1:0] movres;
	wire [64-1:0] array[0:3];
	wire movkeep;
	assign movkeep = movop[2];
	assign array['b11] = ~({{48{1'b0}}, {16{1'b1}}} << 'd48);
	assign array['b10] = ~({{48{1'b0}}, {16{1'b1}}} << 'd32);
	assign array['b01] = ~({{48{1'b0}}, {16{1'b1}}} << 'd16);
	assign array['b00] = ~({{48{1'b0}}, {16{1'b1}}});
	assign movres = (movkeep ? readreg & array[movop[1:0]] : {64{1'b0}}) | extended;
endmodule
==> design/flow/run.sh <==
#!/bin/bash
# OpenROAD 26Q1-2900-gdf79404cd8, Yosys 0.63+post, stock flow scripts
make -C /OpenROAD-flow-scripts/flow DESIGN_CONFIG=/design/flow/config.mk WORK_HOME=/design/flow/orfs finish
==> design/flow/config.mk <==
export PLATFORM = sky130hd
export DESIGN_NAME = mov
export DESIGN_NICKNAME = mov
export VERILOG_FILES = /design/flow/design.v
export SDC_FILE = /design/flow/constraint.sdc
export NUM_CORES = 4
export LEC_CHECK = 1
export CORE_AREA = 10 10 87 87
export DIE_AREA = 0 0 97 97
==> design/flow/constraint.sdc <==
current_design mov

set clk_period 2.0
set clk_io_pct 0.2

create_clock -name clk0 -period $clk_period

set non_clock_inputs [all_inputs -no_clocks]
set_input_delay [expr $clk_period * $clk_io_pct] -clock clk0 $non_clock_inputs
set_output_delay [expr $clk_period * $clk_io_pct] -clock clk0 [all_outputs]
==> flow_summary_export.csv <==
group,metric,value,unit
floorplanning,initCoreUtil,0.116,
placed_design,dp_cells,341,
cells_and_area,lay_top_cells,"189 x clkdlybuf4s50_1, 20 x a31o_1, 18 x a21o_1",
global_routing,grt_pass1_vias,1589,
floorplanning,rows,27,
critical_path,cp_max_fo,16,
timing,fin_crit,1.96,ns
floorplanning,fp.dieH,97,um
timing,slew_viol_final,0,
critical_path,crit_required,1.60,ns
synthesis,syn_area_per_cell,8.41,um2
critical_path,end_kind,"output pin",
timing,setup_viol,0,
timing,slew_headroom,0.884,
global_routing,antenna_found_initial,0,
synthesis,ys_seq_share,0,
placed_design,place_area,2710,um2
cells_and_area,drive_gt1_frac,0.141,
timing,finalHoldViolCount,0,
cells_and_area,layout_top_cell,"clkdlybuf4s50_1",
placed_design,routabilityCongestion,0.802,
drt,wirelength,6530,um
timing,rsz0062_at_grt,"false",
critical_path,worstSetupStartpointType,"input pin",
critical_path,path_cells,"buf_2 -> o21a_1 -> buf_12 -> a21o_2 -> clkdlybuf4s50_1",
cells_and_area,final_area,2710,um2
run_status,outcome,"finished clean",
cells_and_area,numSequentialCells,0,
worst_hold_path,worstHoldPathType,"input pin to output pin",
synthesis,ys_chip_area,656,um2
synthesis,synth_area,656,um2
global_routing,grt.total_usage,0.126,
job,cap_violations,0,
drt,drc,0,
global_routing,grt-ovfl-total,0,
job,warnings,32,
floorplanning,coreArea,5640,um2
drt,wl_per_cell,19.1,um
timing,worst_pin_slew,0.174,ns
drt,postRouteAntennaNets,0,
synthesis,synth.distinct_cells,10,
pwr,irDropWorstVdd,89.6,uV
critical_path,worst-path-stages,5,
cells_and_area,seqCellArea,0,um2
placed_design,io_buffers,195,
worst_hold_path,hold_start,"extended[5]",
critical_path,worstPathArrival,1.56,ns
synthesis,yosys_cells,78,
timing,fmax,511,MHz
critical_path,path_class,"input pin to output pin",
timing,setup-tns-final,0,ns
floorplanning,die_w,97,um
timing,finalClockPeriodUsage,0.978,
pwr,powerDensity,207,nW/um2
cells_and_area,clkbuf_count,0,
pwr,leakagePower,0.00112,uW
global_routing,grt_pass1_wl,9680,um
drt,drtPass1Iterations,4,
placed_design,dpl.hpwl,5730,um
drt,n_antenna_cell,0,
global_routing,grt_max_degree,17,
cells_and_area,instances_no_fill,341,
synthesis,synth_warnings,1,
floorplanning,chip_area,9410,um2
drt,vias_per_cell,4.19,
critical_path,crit_family,"buffers and inverters",
floorplanning,io_pins,195,
timing,worst_slack,0.0437,ns
placed_design,place_ws,-0.383,ns
critical_path,slowest_delay,0.43,ns
cells_and_area,area_growth,314,%
worst_hold_path,whs_path_depth,3,
critical_path,cp_slowest_cell,"clkdlybuf4s50_1",
timing,whs,1.43,ns
critical_path,path_buffers,3,
drt,drt_iter0_drc,17,
drt,vias,1429,
critical_path,cp-startpoint,"movop[0]",
synthesis,syn_inst,78,
[metal layers]
metal  part of all wire  GRT usage  up-vias  wire length (um)
li1                   -          -      705                 -
met1               0.36      0.135      637              2350
met2               0.53      0.235       87              3470
met3               0.11     0.0537        0               703
met4                  0          0        0                 0
met5                  0          0        -                 0
[path summary, 6_finish.rpt]
| kind | to | slack, ns |
|---|---|---|
| worst max-delay path | movres[14] | 0.04 |
| worst min-delay path | movres[5] | 1.43 |
[logic make-up after synthesis]
family                 count (synthesis)  share of synthesized area
AND-OR/OR-AND                         66                      0.861
AND/OR/NAND/NOR                        2                     0.0191
buffers and inverters                 10                      0.120
[through the flow]
step                      total power (uW)   util
after global placement                 571  0.481
after CTS                              573  0.481
after global routing                   607  0.481
final                                  562  0.481
after detailed placement               569  0.481
after floorplan                        101      -
[cells in the mapped netlist]
| cell type | count | area share |
|---|---|---|
| a31o_1 | 20 | 0.27 |
| a21o_1 | 18 | 0.21 |
| a21o_2 | 14 | 0.19 |
| a31o_2 | 12 | 0.16 |
| buf_6 | 4 | 0.069 |
| buf_4 | 3 | 0.034 |
| clkbuf_1 | 3 | 0.017 |
| nand2b_1 | 2 | 0.019 |
| a21boi_4 | 1 | 0.029 |
| o21a_1 | 1 | 0.011 |
[tightest hold or removal path: cells and delay by family]
family                 cells  cell delay (ns)
AOI/OAI and AO/OA          1             0.08
buffers and inverters      2             0.55
[report_power, final]
group          internal, uW  switching, uW  total (uW)
combinational           443            120         562
sequential                0              0           0
clock                     0              0           0
total                   443            120         562
[cell type report]
class,instances,area [um2]
well taps,72,90.1
multi-input cells,68,592
repair buffers,201,2030
fillers,565,2930
[what timing repair did]
action,in CTS,in global routing
resized,16,1
hold endpoints to repair,0,0
hold buffers,0,0
setup buffers,0,0
pin swaps,1,1
endpoints found under the setup margin,64,2
Power and IR drop assume default switching activity.
